<file path="config.mk">
export PLATFORM = sky130hd
export DESIGN_NAME = alu
export DESIGN_NICKNAME = alu
export VERILOG_FILES = /design/flow/design.v
export SDC_FILE = /design/flow/constraint.sdc
export NUM_CORES = 4
export LEC_CHECK = 1
export CORE_UTILIZATION = 30
</file>
<file path="constraint.sdc">
current_design alu

set clk_period 22.8
set clk_io_pct 0.2

create_clock -name clk0 -period $clk_period

set non_clock_inputs [all_inputs -no_clocks]
set_input_delay [expr $clk_period * $clk_io_pct] -clock clk0 $non_clock_inputs
set_output_delay [expr $clk_period * $clk_io_pct] -clock clk0 [all_outputs]
</file>
<file path="design.v">
`default_nettype none
`timescale  1ns/1ps
module alu (
  input wire clk,
  input wire rstn,
  input wire [31:0] d_imm,
  input wire d_add, d_sub, d_sll, d_slt, d_sltu, d__xor, d_srl, d_sra, d__or, d__and, d_addi, d_slti, d_sltiu, d_xori, d_ori, d_andi, 
             d_slli, d_srli, d_srai, d_beq, d_bne, d_blt, d_bltu, d_bge, d_bgeu, d_lw, d_sw, d_flw, d_fsw, d_fmvwxs,
             d_lui, d_jump, d_auipc, d_in, d_out, 
  input wire [31:0] src1,
  input wire [31:0] src2,
  output logic [31:0] aluresult
);
    assign aluresult = (d_jump) ? src1 + 4 :
                       (d_addi | d_lw | d_sw | d_flw | d_fsw) ? src1 + d_imm :
                       (d_add) ? src1 + src2 :
                       (d_sub) ? src1 - src2 :
                       (d_slti) ? ($signed(src1) < $signed(d_imm)) :
                       (d_slt) ?  ($signed(src1) < $signed(src2)) :
                       (d_sltiu) ? (src1 < d_imm) :
                       (d_sltu) ? (src1 < src2) :
                       (d_slli) ? src1 << d_imm[4:0] :
                       (d_sll) ? src1 << src2[4:0] :
                       (d_srli) ? ($signed({1'b0, src1}) >>> d_imm[4:0]) :
                       (d_srai) ? ($signed({src1[31], src1}) >>> d_imm[4:0]) :
                       (d_srl) ? ($signed({1'b0, src1}) >>> src2[4:0]) :
                       (d_sra) ? ($signed({src1[31], src1}) >>> src2[4:0]) :
                       (d_xori) ? src1 ^ d_imm :
                       (d__xor) ? src1 ^ src2 :
                       (d_ori) ? src1 | d_imm :
                       (d__or) ? src1 | src2 :
                       (d_andi) ? src1 & d_imm :
                       (d__and) ? src1 & src2 :
                       (d_beq) ? (src1 == src2) :
                       (d_bne) ? !(src1 == src2) :
                       (d_bge) ? !($signed(src1) < $signed(src2)) :
                       (d_bgeu) ? !(src1 < src2) :
                       (d_blt) ? ($signed(src1) < $signed(src2)) :
                       (d_bltu) ? (src1 < src2) : 
                       (d_lui) ? d_imm :
                       (d_auipc) ? src1 + d_imm : 
                       (d_fmvwxs) ? src1 : 32'd0;
endmodule
`default_nettype wire
</file>
<file path="run.sh">
#!/bin/bash
# OpenROAD 26Q1-2900-gdf79404cd8, Yosys 0.63+post, stock flow scripts
make -C /OpenROAD-flow-scripts/flow DESIGN_CONFIG=/design/flow/config.mk WORK_HOME=/design/flow/orfs finish
</file>
==> impl_metrics.csv <==
group,metric,value,unit
logic_synthesis,synthesis.instances,2316,
global_route,grt_pass1_wl,140100,um
sta,fin_crit,14.98,ns
final_layout,drive_gt1_share,7.673,%
status,status,"finished, final reports clean",
logic_synthesis,synth.distinct_cells,85,
final_layout,flop-count,0,
global_route,grtUsageTotal,37.29,%
logic_synthesis,top_cell_area_share,15.68,%
route,drt_iter0_drc,2431,
final_layout,area_delta_synth_final,16.09,%
setup_path,crit_start,"src1[2]",
power,p_int,0.1849,mW
route,vias_per_cell,6.690,
die,fp-row-count,82,
setup_path,end_kind,"output port",
die,die_area,52230,sq um
worst_hold_path,min_path_type,"input pin to output port",
logic_synthesis,largest_area_cell,"ha_1",
sta,tightest_slew,0.9853,ns
power,cellLeakagePower,7.244,nW
sta,maxSlewViolCount,0,
route,drc,0,
sta,setup_violations,0,
setup_path,cp-start-kind,"input pin",
logic_synthesis,synth.top_cells.by_count,"231 x nand2_1, 202 x a21oi_1, 193 x ha_1",
final_layout,fillCellCount,5442,
sta,grt_setup_unrepaired,"false",
sta,maxSlewHeadroom,32.62,%
route,ant_nets,0,
power,switching_share,64.36,%
power,vdd_ir_drop_max,0.009076,mV
die,die_h,228.5,um
logic_synthesis,synth_top_cell_by_count,"nand2_1",
logic_synthesis,ys_seq_share,0,%
global_route,grt_remaining_overflow,0,
die,io_pins,165,
sta,hold_viol,0,
route,route.vias.total,20470,
job,maxCapViolCount,0,
die,die_w,228.5,um
setup_path,worstSetupPathType,"input pin to output port",
setup_path,crit_fanout,13,
final_layout,final_cell_area,17870,sq um
die,fp_util,30.56,%
global_route,grt_pass1_vias,19120,
logic_synthesis,synth.avg_cell_area,6.648,sq um
die,core,50380,sq um
global_route,grt_max_degree,41,
route,detail_route.first_pass.iterations,8,
sta,period_used_share,65.70,%
final_layout,instances_no_fill,3060,
final_layout,regArea,0,sq um
final_layout,clkbuf_count,0,
logic_synthesis,synth_stat.cells,2316,
setup_path,critPathRequiredTime,18.24,ns
sta,tns,0,ns
place,io_buffers,161,
logic_synthesis,area_leaders,"ha_1 16%, a21oi_1 6.6%, mux4_2 5.7%",
route,post_drt_wl_per_cell,32.34,um
sta,fmaxAchievable,66.76,MHz
setup_path,cp.arrival,10.42,ns
place,placed_cells,3057,
worst_hold_path,whs_path_depth,5,
place,place_congestion,1.112,
route,wl,98970,um
power,power.density,29.04,nW/um^2
setup_path,crit_path_end,"aluresult[22]",
power,power.total,0.5190,mW
place,hpwlAfterDp,75910,um
cts,cts_setup_buffers,0,
power,power_switching,0.3340,mW
logic_synthesis,syn_area,15400,sq um
cts,cts-resized-gates,0,
job,log.warning_count,164,
logic_synthesis,ys_area,15400,sq um
cts,cts_hold_buf,0,
global_route,grt_antenna_before_repair,5,
logic_synthesis,yosysWarnings,0,
place,dpl_cell_area,17870,sq um
[worst max-delay path: stages]
cell,delay [ns]
clkdlybuf4s50_1,1.01
inv_1,0.33
ha_1,0.44
a21o_1,0.25
a311o_1,0.48
nand4_1,0.30
a21o_1,0.40
a21o_1,0.31
a21boi_1,0.13
o41a_1,0.40
nor3_1,0.62
o211ai_1,0.33
a31oi_1,0.33
clkdlybuf4s50_1,0.51
[final cells by class]
cell class | instances | area, sq um | share of cell area, %
Antenna cell | 3 | 7.507 | 0.04200
Inverter | 169 | 634.4 | 3.549
Multi-Input combinational cell | 1961 | 14090 | 78.85
Tap cell | 672 | 840.8 | 4.704
Timing Repair Buffer | 255 | 2297 | 12.85
[worst min-delay path by stage]
stage	start	end	slack [ns]
finish	d_jump	aluresult[28]	10.15
global route	d_jump	aluresult[28]	10.12
CTS	d_jump	aluresult[28]	10.14
[per-stage QoR]
step           utilization, %  hold WS, ns  setup slack, ns
2_1_floorplan               -        9.228            10.66
3_3_place_gp            35.47        10.13            8.099
5_1_grt                 35.47        10.12            7.805
4_1_cts                 35.47        10.14            8.080
3_5_place_dp            35.47        10.13            8.100
6_report                35.48        10.15            7.820
[layer usage]
metal  vias to the layer above  wire [um]  track usage [%]
met5                         -        158                0
met4                         8       5526            16.72
met3                       303      11810            11.31
met2                      1441      40480            53.54
met1                      9916      40990            51.29
li1                       8804          -                -
[power by group through the flow]
stage	clock network (mW)	logic [mW]	registers (mW)
global route	0	0.543	0
CTS	0	0.499	0
[logic make-up (layout without fill, tap and decap cells)]
kind of cell,Yosys count,after routing,share of synthesized area [%]
AND-OR/OR-AND,854,854,37.48
AND/OR/NAND/NOR,691,691,20.70
buffers and inverters,355,424,8.818
adder cells (fa/ha/maj),196,196,16.07
multiplexers,130,130,11.81
XOR/XNOR,90,90,5.120
other,0,3,0
[cell usage in the layout (no fill, tap or decap), types with 18 or more instances in the layout]
| cell | synthesis | routed |
|---|---|---|
| nand2b_1 | 22 | 22 |
| a221oi_1 | 54 | 54 |
| buf_4 | 0 | 94 |
| o21ai_1 | 29 | 31 |
| o21bai_1 | 18 | 18 |
| o22ai_1 | 35 | 35 |
| mux2i_1 | 79 | 77 |
| mux4_2 | 39 | 39 |
| a221o_1 | 21 | 21 |
| nor2b_1 | 20 | 19 |
| nand2_1 | 231 | 231 |
| a211oi_1 | 47 | 47 |
| a22oi_1 | 20 | 20 |
| xnor2_1 | 75 | 75 |
| inv_1 | 166 | 166 |
| ha_1 | 193 | 193 |
| a21oi_1 | 202 | 202 |
| nand4_1 | 19 | 19 |
| o21ai_0 | 148 | 145 |
| nand3_1 | 72 | 72 |
| a31oi_1 | 34 | 34 |
| nor3_1 | 43 | 43 |
| nor2_1 | 184 | 182 |
| o211ai_1 | 32 | 32 |
| clkdlybuf4s50_1 | 0 | 157 |
| nor4_1 | 23 | 21 |
| a21o_1 | 31 | 31 |
Power and IR drop assume default switching activity.
