--- /design/flow/constraint.sdc ---
current_design register_file

set clk_period 12.6
set clk_io_pct 0.2

create_clock -name clk0 -period $clk_period [get_ports {clk}]

set non_clock_inputs [all_inputs -no_clocks]
set_input_delay [expr $clk_period * $clk_io_pct] -clock clk0 $non_clock_inputs
set_output_delay [expr $clk_period * $clk_io_pct] -clock clk0 [all_outputs]
--- /design/flow/config.mk ---
export PLATFORM = sky130hd
export DESIGN_NAME = register_file
export DESIGN_NICKNAME = register_file
export VERILOG_FILES = /design/flow/design.v
export SDC_FILE = /design/flow/constraint.sdc
export NUM_CORES = 4
export LEC_CHECK = 1
export CORE_UTILIZATION = 50
--- /design/flow/run.sh ---
#!/bin/bash
# OpenROAD 26Q1-2900-gdf79404cd8, Yosys 0.63+post, stock flow scripts
make -C /OpenROAD-flow-scripts/flow DESIGN_CONFIG=/design/flow/config.mk WORK_HOME=/design/flow/orfs finish
--- /design/flow/design.v ---
`default_nettype none
`timescale  1ns/1ps
module register_file (
    input wire clk,
    input wire rstn,
    input wire we3,
    input wire [5:0] m_rd,
    input wire [5:0] m_rs1,
    input wire [31:0] mm_wd3,
    input wire m_in,
    input wire empty,
    input wire [7:0] uart_in,
    input wire uart_ok_in,
    input wire m_out,
    output logic [7:0] uart_out,
    input wire [5:0] rd,
    input wire [5:0] rs1,
    input wire [5:0] rs2,
    output logic [31:0] rd1,
    output logic [31:0] rd2,
    output logic [31:0] rd3
);
    (* mark_debug = "true" *) logic [31:0] gpr [0:63];
    assign rd1 = gpr [rs1];
    assign rd2 = gpr [rs2];
    assign rd3 = gpr [rd];
    integer i;
    always_ff @ (posedge clk) begin
        if (~rstn) begin
            for (i = 0; i < 64; i = i+1) begin
                begin
                    gpr[i] <= 0;
                end
            end    
        end else begin
            if (we3 && (m_rd != 0)) begin
                gpr[m_rd] <= mm_wd3; 
            end
            if (uart_ok_in && m_in && (m_rd != 0)) begin
                gpr[m_rd] <= ({24'b000000000000000000000000, mm_wd3[7:0]});
            end
            if (m_out) begin
                uart_out <= gpr[m_rs1][7:0];
            end 
        end    
    end
endmodule
`default_nettype wire
==> notes.md <==
The synthesis and PnR run went through. Global route summary, busiest routing layer listed as met2. Average cell area after synthesis landed at 15.3 µm². The type recorded for the worst min-delay path is reg2reg. After the first detailed-routing iteration, the DRC count stood at 6,297. The final report lists the setup-violating endpoint count as 0. Entering global routing, the biggest net connects 77 pins. Warnings reported by Yosys during synthesis add up to 1. The report lists the number of standard-cell rows as 183.

STA classifies the critical path startpoint as an input port. Summing the areas of all and, or, nand and nor instances in the mapped netlist gives 8.41% of the synthesized area. In the post-synthesis netlist, the cell with the most instances is edfxtp_1.

The leakage component of the power was reported as 47.1 nW. Internal power of the cells landed at 13.3 mW. Yosys reported that registers with async set or reset make up 0%. Once detail routing completed, the nets flagged for antenna violations numbered 0. The commonest register cell is edfxtp_1. Clock-pin slew of the registers on the worst-case setup and hold paths landed at 0.06 ns. Final cell utilization of the core landed at 55.6%. The synthesized netlist occupies a cell area of 0.126 mm². The count of buffers added on input and output ports is 171. The die covers 0.253 mm². Derived from the worst setup path, the maximum achievable clock frequency is 103 MHz. The routed layout has 85,300 vias.

In the Yosys stats the netlist draws on 52 distinct library cells. The initial antenna violation count was 20. Post-CTS repair changed the size of 0 cells. Power per standard cell area landed at 132 mW/mm². STA classifies the critical path endpoint as a primary output. The timing report shows the most common cell along the critical path to be buf_4. The final reports fail on slew limit. Chip area from the yosys synthesis statistics landed at 0.126 mm².

Across every metal layer, demand over resource in global routing totals 47.3%. The critical path in this run is classified as in2out. Synthesis produced a netlist whose cell count is 8,225. The final max-slew violation count recorded for this run is 1. Cell count listed in synth_stat.txt landed at 8,225. Vertical extent of the die landed at 503 µm.

DRC violation count after routing landed at 0. The power report shows net switching accounting for 27.5% of the total. Looking at the power breakdown, combinational cells take 18.0% of the total.

The clock arrives with 0.0244 ns of skew. For reference, the mux area share after synthesis is 36.4%. After synthesis, flip-flops and latches occupy 49.1% of the total area. Clock latency on the worst-skew pair, taken at its later pin, is 0.89 ns. Counting endpoints that fail hold in the final report gives 0. Worst IR drop on VDD landed at 0.148 mV. Adder-cell area share of the yosys netlist landed at 0%. Count of warning messages emitted by the tools landed at 35.

Largest stage delay on the critical path landed at 0.78 ns. The script logs the ratio of routed vias to standard cells as 7.36. Power after layout landed at 18.3 mW. Measured against its own limit, the worst slew margin works out to -0.567%.

Count of library flops with an enable pin landed at 2,056. After routing, the total negative slack on setup checks comes to 0 ns. Minimum clock period landed at 9.73 ns. The cell type that accounts for the most area after synthesis is edfxtp_1.

Once the floorplan was initialized, standard cells occupied 50.4% of the core. Summed over all layers, the global routing overflow is 0. According to the CTS report, the clock sink count is 2,056. Looking at the clock tree report, the root buffer type is clkbuf_16. For reference, the critical path cell chain is buf_8, buf_4, nor2b_4, buf_4, a22oi_1, a31oi_1, a21oi_1, o21ai_0, clkdlybuf4s50_1. The cell-mix breakdown from Yosys lists the XOR/XNOR area share as 0%. For reference, compound AND-OR and OR-AND cells occupy 2.63% of the area reported after synthesis. The critical path endpoint has a required time of 10.08 ns. The detailed router reported a total wirelength of 526,000 µm. Cell area after placement landed at 0.131 mm². Period utilization landed at 77.2%.

Post-CTS setup-driven buffer insertion count landed at 0. Count of state elements after synthesis landed at 2,056. In this run the count of I/O pins placed on the die edge is 181. Buffers inserted during clock tree synthesis total 228. Dividing the detail-routed wire length by the instance count gives 45.3 µm. TritonCTS built the clock tree. For this run, global-route usage on met1 was measured as 51.0%. Global routing usage on met3 landed at 40.7%.

Among the non-sequential cells, multiplexers take the most area. Post-placement setup slack landed at 3.17 ns. Routability-driven placement finished with a final weighted congestion of 1.03.

Of the total power, registers draw 44.7%. The first global-routing pass estimated 721,000 µm of wire. Net switching component of the power landed at 5.03 mW. Global routing used 60.3% of the available met2 tracks. The clock passes through at most 3 buffers. Final design instance area without fill landed at 0.139 mm². Slew of the pin with the lowest slew margin landed at 1.47 ns. Share of power burned in the clock network landed at 37.3%. Ratio of cells with drive above 1 in the final layout landed at 33.8%.

According to the floorplan report, the placeable core area is 0.249 mm². Setup repair after global routing left no endpoint under its margin. CTS built an H-tree with a depth of 4. Number of global-route vias before repair landed at 92,000. The slowest stage of the critical path is the o21ai_0 cell.

Share of Yosys cell area claimed by the top area cell type landed at 49.1%. The pre-antenna-repair detailed-routing pass consisted of 6 iterations. The post-CTS hold buffer count recorded in the log is 0. The worst path meets setup with 2.87 ns of slack. Growth of design area from synthesis to finish landed at 10.2%. After synthesis, the cell types taking the most area are edfxtp_1 49%, mux4_2 33%, nor2_1 4.6%. Largest fanout on the critical path landed at 37. Data arrival time of the worst path landed at 7.21 ns. The floorplan step set the die width to 503 µm. Ranked by instance count, the synthesized netlist is headed by 2,056 x edfxtp_1, 1,847 x mux4_2, 1,550 x nor2_1, 656 x clkbuf_1, 506 x and3_1. The flow ran to the end, but the final reports show violations. The run reported a max-capacitance violation count of 0.

In the placement report, post-DP HPWL is listed as 328,000 µm.
[path summary, 6_finish.rpt]
kind	startpoint	end	slack (ns)	cells after the start
worst max-delay path	rs2[2]	rd2[28]	2.87	9
worst min-delay path	gpr[26][1]$_SDFFCE_PN0P_	uart_out[1]$_DFFE_PP_	1.13	5
worst max register to register	gpr[11][3]$_SDFFCE_PN0P_	uart_out[3]$_DFFE_PP_	10.01	4
worst min register to register	gpr[26][1]$_SDFFCE_PN0P_	uart_out[1]$_DFFE_PP_	1.13	5
[flip-flops by register name (all words and copies together), names as in the netlist]
| name | count |
|---|---|
| gpr | 2048 |
| uart_out | 8 |
[worst max-delay path, delay by kind of cell]
family                 cells  cell delay (ns)
buffers and inverters      4             2.26
AOI/OAI and AO/OA          4             1.63
and+or+nand+nor            1             0.67
[per-layer routing]
layer	vias up	part of all wire, %
met2	8332	42
met3	1641	21
met5	-	0.39
met4	53	9.8
li1	33200	-
met1	42100	27
[through the flow]
stage          std cells  hold slack (ns)
6_report           11600             1.13
2_1_floorplan       8256            0.876
3_3_place_gp       11200             1.13
3_5_place_dp       11200             1.10
5_1_grt            11600             1.15
4_1_cts            11600             1.13
[area by class of cell]
cell class,count,area (µm²)
Clock inverter,137,1460
Fill cell,18800,111000
Multi-Input combinational cell,5194,60100
Antenna cell,18,45.0
Inverter,5,26.3
Sequential cell,2056,61700
Clock buffer,275,5990
Timing Repair Buffer,582,5010
Tap cell,3330,4170
[power by group through the flow]
stage	logic [mW]	clock network (mW)	registers [mW]
5_1_grt	3.35	7.09	8.23
4_1_cts	3.20	6.85	8.17
6_report	3.29	6.81	8.18
[cells by family (layout without fill, tap and decap cells)]
| family | count (synthesis) | after routing |
|---|---|---|
| flip-flops | 2056 | 2056 |
| AND/OR/NAND/NOR | 2418 | 2418 |
| buffers and inverters | 1006 | 999 |
| multiplexers | 2258 | 2258 |
| AND-OR/OR-AND | 486 | 486 |
| other | 1 | 50 |
[cells in the final DEF, fill, tap and decap left out, drive strengths merged, types with 32 or more instances in the layout]
cell type / instances
a21oi: 88
a22oi: 147
and3: 506
buf: 439
clkbuf: 276
clkdlybuf4s50: 142
clkinv: 93
conb: 32
edfxtp: 2056
mux2: 51
mux2i: 360
mux4: 1847
nand2: 269
nor2: 1550
o211ai: 52
o21ai: 45
o22ai: 58
No activity file was given, so power comes from the tool's default toggle rates.
