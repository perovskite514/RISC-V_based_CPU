==> flow/design.v <==
`default_nettype none
module uart_tx #(CLK_PER_HALF_BIT = 5208) (
               input wire [7:0] sdata,
               input wire       tx_start,
               output logic     tx_busy,
               output logic     txd,
               (* mark_debug = "true" *) input wire       clk,
               (* mark_debug = "true" *) input wire       rstn);
   localparam e_clk_bit = CLK_PER_HALF_BIT * 2 - 1;
   localparam e_clk_stop_bit = (CLK_PER_HALF_BIT * 2 * 9) / 10 - 1;
   (* mark_debug = "true" *) logic [7:0]                  txbuf;
   (* mark_debug = "true" *) logic [3:0]                  status;
   logic [31:0]                 counter;
   logic                        next;
   (* mark_debug = "true" *) logic                        fin_stop_bit;
   (* mark_debug = "true" *) logic [31:0]                 counter2; 
   logic                        rst_ctr;
   localparam s_idle = 4'd0;
   localparam s_start_bit = 4'd1;
   localparam s_bit_0 = 4'd2;
   localparam s_bit_1 = 4'd3;
   localparam s_bit_2 = 4'd4;
   localparam s_bit_3 = 4'd5;
   localparam s_bit_4 = 4'd6;
   localparam s_bit_5 = 4'd7;
   localparam s_bit_6 = 4'd8;
   localparam s_bit_7 = 4'd9;
   localparam s_stop_bit = 4'd10;
   always @(posedge clk) begin
      if (~rstn) begin
         counter <= 32'b0;
         counter2 <= 32'b0;
         next <= 1'b0;
         fin_stop_bit <= 1'b0;
      end else begin
         if (counter == e_clk_bit || rst_ctr) begin
            counter <= 32'b0;
         end else if (status != s_idle) begin   
            counter <= counter + 1;
            counter2 <= counter2 + 1;
         end
         if (~rst_ctr && counter == e_clk_bit) begin
            next <= 1'b1;
         end else begin
            next <= 1'b0;
         end
         if (~rst_ctr && counter == e_clk_stop_bit) begin
            fin_stop_bit <= 1'b1;
         end else begin
            fin_stop_bit <= 1'b0;
         end
      end
   end
   always @(posedge clk) begin
      if (~rstn) begin
         txbuf <= 8'b0;
         status <= s_idle;
         rst_ctr <= 1'b0;
         txd <= 1'b1;
         tx_busy <= 1'b0;
      end else begin
         rst_ctr <= 1'b0;
         if (status == s_idle) begin
            if (tx_start == 0) begin
               txbuf <= sdata;
               status <= s_start_bit;
               rst_ctr <= 1'b1;
               txd <= 1'b0;
               tx_busy <= 1'b1;
            end
         end else if (status == s_stop_bit) begin
            if (fin_stop_bit) begin
               txd <= 1'b1;
               status <= s_idle;
               tx_busy <= 1'b0;
            end
         end else if (next) begin
            if (status == s_bit_7) begin
               txd <= 1'b1;
               status <= s_stop_bit;
               tx_busy <= 1'b0;
            end else begin
               txd <= txbuf[0];
               txbuf <= txbuf >> 1;
               status <= status + 1'b1;
               tx_busy <= 1'b0;
            end
         end else begin
            tx_busy <= 1'b0;
         end
      end
   end
endmodule  
`default_nettype wire
`default_nettype none
module uart_tx_wrap #(CLK_PER_HALF_BIT = 5208)(
               input wire [7:0] sdata,
               input wire       tx_start,
               output wire      tx_busy,
               output wire      txd,
               input wire       clk,
               input wire       rstn);
       uart_tx uart_tx(sdata, tx_start, tx_busy, txd, clk, rstn); 
endmodule
`default_nettype wire
==> flow/run.sh <==
#!/bin/bash
# OpenROAD 26Q1-2900-gdf79404cd8, Yosys 0.63+post, stock flow scripts
make -C /OpenROAD-flow-scripts/flow DESIGN_CONFIG=/design/flow/config.mk WORK_HOME=/design/flow/orfs finish
==> flow/config.mk <==
export PLATFORM = sky130hd
export DESIGN_NAME = uart_tx_wrap
export DESIGN_NICKNAME = uart_tx_wrap
export VERILOG_FILES = /design/flow/design.v
export SDC_FILE = /design/flow/constraint.sdc
export NUM_CORES = 4
export LEC_CHECK = 1
export CORE_UTILIZATION = 40
==> flow/constraint.sdc <==
current_design uart_tx_wrap

set clk_period 10.0
set clk_io_pct 0.2

create_clock -name clk0 -period $clk_period [get_ports {clk}]

set non_clock_inputs [all_inputs -no_clocks]
set_input_delay [expr $clk_period * $clk_io_pct] -clock clk0 $non_clock_inputs
set_output_delay [expr $clk_period * $clk_io_pct] -clock clk0 [all_outputs]
==> impl.org <==
* Flow results

** Min path
- In the hold report, the worst path ends at uart_tx.txbuf[7].
- Hold/Removal Path Class :: reg -> reg
- Hold path cells :: 2
- STA lists the startpoint of the worst hold path as uart_tx.txbuf[7].

** Setup path
- The worst setup path is launched from a primary input.
- The critical path's slowest stage uses the library cell clkdlybuf4s50_1.
- Worst Path Arrival :: between 3 and 4 ns
- Largest fanout on the critical path :: 28
- Launch instance of the worst register-to-register path :: uart_tx.status[0]
- Element type at the critical path end :: flip-flop
- Worst path required time :: ~10 ns
- For the worst reg-to-reg path, the endpoint reported by OpenROAD is uart_tx.txbuf[5].
- For reference, the critical path cell chain is clkdlybuf4s50_1 > nor2b_1 > o21ai_2 > buf_4 > a211oi_1.
- Critical Setup Path Class :: in -> reg
- Reg2reg setup slack :: 7.45 ns
- For the worst flop-to-flop path, the logic depth is 4.
- Delay of the slowest cell on the worst path :: slightly below 0.9 ns
- In this run the worst setup path begins at rstn.

** Detailed routing
- After the first detailed-routing iteration, the DRC count stood at 168.
- Wire length per cell :: ~14 microns
- Number of remaining DRC errors :: 0
- Detailed-route via count :: about 2200
- The detailed router reported a total wirelength of ~5500 microns.
- Per the detail_route report, inserted antenna diodes total 0.
- Using the TritonRoute via totals, the vias-per-cell ratio works out to between 5 and 6.
- The detail route stage leaves a number of antenna-violating nets equal to 0.
- According to the report, the first pass of detailed routing completed in 4 iterations.

** Pwr
- The script extracted a total leakage power of 0.9210 nW.
- In this run the power density over the cells is approximately 170 nW/um^2.
- The worst-case IR drop observed on VDD is 87.87 uV.

** Die
- Die height :: 82.64 microns
- The chip occupies 6829 sq um.
- Die W :: 82.64 microns
- The total area inside the core boundary comes to 6314 sq um.
- Pre-Place Util :: 0.4120
- The floorplan has 29 rows.
- # IOs :: 13

** Clock network
- In this run the number of H-tree levels came out at 2.
- Buffers inserted by post-CTS timing repair :: 0
- CTS saw between 40 and 50 sinks.
- After clock tree synthesis, the repair step resized 0 gates.
- Skew-Pair Late Insertion Delay :: ~0.30 ns
- Clock tree from TritonCTS :: yes
- Clk slew on worst S/H paths :: roughly 0.080 ns
- Clock tree root driver cell :: clkbuf_8
- Buffers inserted to repair hold after CTS numbered 0.
- Clock Tree Buf Depth :: 2
- Counting the buffers created by CTS gives 5.

** STA
- Skew final :: between 0.01 and 0.015 ns
- Max-slew violations :: 0
- Total Negative Setup Slacks :: 0 ns
- The pin closest to its max-slew limit shows a slew of slightly below 0.9 ns.
- Hold Fails Final Rpt :: 0
- Share of the cycle needed by the critical path after routing :: 0.3610
- Headroom to the max-slew limit :: 0.4116
- Hold timing on the final database bottoms out at a slack of approximately 0.46 ns.
- Max Clk Rate :: 277.0 MHz
- The worst path in the final design needs a cycle of around 3.6 ns, including I/O delays and setup.
- For this run, the final setup violation count is recorded as 0.
- Setup repair after global routing left no endpoint under its margin.

** Layout
- In this run the layout overhead on the synthesized area is reported as 9.139%.
- The filler cells instantiated in the layout total about 640.
- Proportion of layout cells with a drive suffix above 1 :: 0.06840
- The finished cells cover around 2800 sq um.
- The final report lists a non-filler cell total of 384.

** Synth
- Top area contributor share :: 0.3771
- For this run, the number of Yosys warnings is 1.
- In this run, synthesis produced a sequential element count of slightly below 50.
- The main area contributors are dfxtp_1 38%, mux2i_1 4.6%, o21ai_0 4.0%.
- After synthesis, the design contains 304 cells according to Yosys.
- Commonest cells in the synthesized netlist :: 49 x dfxtp_1, 21 x o21ai_0, 20 x nand2_1, 20 x nor2_1, 18 x a21oi_1
- Sequential area share after synthesis :: 0.3771
- Post-synthesis cell count :: just over 300
- For this run, the leading register cell type out of synthesis is dfxtp_1.
- After synthesis, the share of flip-flops with an asynchronous set or reset is 0.
- Avg Cell Area, Syn :: around 8.6 sq um
- Leading cell type by number of instances after synthesis :: dfxtp_1
- The post-synth count of flops with an enable pin is 0.
- Library cell occupying the most area in the post-synthesis netlist :: dfxtp_1
- The synthesized netlist occupies a cell area of between 2000 and 3000 sq um.
- Count of distinct cell types in the synthesized netlist :: ~50
- Yosys chip area :: around 2600 sq um

** Global route
- Entering global routing, the biggest net connects 29 pins.
- GR Util met3 :: 0.02564
- Number of global-route vias before repair :: 1784
- Global-route wire length before repair :: roughly 9000 microns
- met2 track demand over resource after global routing is 0.2475.
- Global routing put the most usage on met1.
- The number of antenna violations at the first check in global routing came to 0.
- Met1 layer usage reported by global route :: 0.2826
- For this run the aggregate overflow at the end of global routing stands at 0.
- Total Routing Usage GR :: 0.1714

** Place
- For this run the detailed placement stage logged an HPWL of around 3700 microns.
- Count of placed standard cells including taps :: around 380
- Gp weighted congestion :: 0.8343
- Once placement finished, the instance area stood at roughly 2800 sq um.
- Number of I/O port buffers :: 12

** Flow run
- The tool flagged a number of max-cap violations equal to 0.
- Summing over the stages, the warning tally comes to 26.

** Run status
- The run finished with clean final reports.
## flip-flops by register name, indices dropped and copies added, names as in the netlist
signal,cells
uart_tx.txd,1
uart_tx.next,1
uart_tx.txbuf,8
uart_tx.counter,32
uart_tx.rst_ctr,1
uart_tx.fin_stop_bit,1
uart_tx.tx_busy,1
uart_tx.status,4
## worst max path at each step
stage	cells past startpoint	to
CTS	5	uart_tx.counter[1]
global route	5	uart_tx.counter[1]
finish	5	uart_tx.counter[1]
## logic make-up (layout without fill, tap and decap cells)
logic type,after synthesis,count (layout),synth area share
buf+inv,22,25,0.03655
fa+ha+maj,2,2,0.009618
flops,49,49,0.3771
simple gates,142,142,0.3343
mux,12,12,0.04618
compound gates,65,65,0.1559
xor+xnor,12,12,0.04040
## layout make-up
type | instances | area (sq um) | area share
timing repair buffer | 15 | 142.6 | 0.05024
clock inverter | 2 | 10.01 | 0.003526
tap | 77 | 96.34 | 0.03394
sequential | 49 | 980.9 | 0.3455
clock buffer | 6 | 72.57 | 0.02556
inverter | 2 | 7.507 | 0.002644
multi-input combinational | 233 | 1529 | 0.5386
## metrics by stage
step | util | setup slack (ns) | power, mW
2_1_floorplan | - | 7.071 | 0.3461
3_3_place_gp | 0.4366 | 6.116 | 0.3762
3_5_place_dp | 0.4366 | 6.051 | 0.3780
4_1_cts | 0.4497 | 6.370 | 0.4908
5_1_grt | 0.4497 | 6.236 | 0.5207
6_report | 0.4497 | 6.390 | 0.4853
## power breakdown
group / total [mW] / leakage (nW) / switching, mW / internal, mW
Clock: 0.111 / 0.0450 / 0.0627 / 0.0486
Combinational: 0.130 / 0.478 / 0.0675 / 0.0625
Sequential: 0.244 / 0.398 / 0.0274 / 0.217
Total: 0.485 / 0.921 / 0.158 / 0.328
## worst max-delay path: cells and delay by family
| family | cells | cell delay [ns] |
|---|---|---|
| simple gates | 1 | 0.40 |
| buf+inv | 2 | 1.13 |
| compound gates | 2 | 0.27 |
## cell usage in the layout (no fill, tap or decap), types with 2 or more instances in the layout
cell | netlist | layout
a21oi_1 | 18 | 18
and2_1 | 3 | 3
and3_1 | 7 | 7
and3_2 | 2 | 2
and4_1 | 5 | 5
buf_4 | 0 | 3
clkbuf_8 | 0 | 5
clkdlybuf4s50_1 | 0 | 12
clkinv_2 | 0 | 2
dfxtp_1 | 49 | 49
ha_1 | 2 | 2
inv_1 | 2 | 2
mux2i_1 | 12 | 12
nand2_1 | 20 | 20
nand2b_1 | 2 | 2
nand3_1 | 14 | 14
nand3b_1 | 5 | 5
nand4_1 | 15 | 15
nor2_1 | 20 | 20
nor2b_1 | 2 | 2
nor3_1 | 5 | 5
nor4_1 | 7 | 7
nor4b_1 | 5 | 5
o21ai_0 | 21 | 21
o311a_1 | 7 | 7
o31ai_1 | 12 | 12
or3_1 | 5 | 5
or4_1 | 11 | 11
or4bb_1 | 2 | 2
xnor2_1 | 5 | 5
xor2_1 | 7 | 7
## layer usage
metal | up-vias | wire length [microns]
met4 | 0 | 29
met3 | 2 | 171
met5 | - | 0
met2 | 24 | 2323
li1 | 1168 | -
met1 | 1019 | 2974
Power and IR drop assume default switching activity.
